## /design/flow/design.v

```verilog
module dff
    #(parameter WIDTH=32)
    (input logic clk, reset,
    input logic [WIDTH-1:0] d,
    output logic [WIDTH-1:0] q);
    always_ff @(posedge clk, posedge reset)
        begin
            if (reset) q <= 32'h0000_0000;
            else q <= d;
        end
endmodule
```

## /design/flow/run.sh

```bash
#!/bin/bash
# OpenROAD 26Q1-2900-gdf79404cd8, Yosys 0.63+post, stock flow scripts
make -C /OpenROAD-flow-scripts/flow DESIGN_CONFIG=/design/flow/config.mk WORK_HOME=/design/flow/orfs finish
```

## /design/flow/config.mk

```make
export PLATFORM = sky130hd
export DESIGN_NAME = dff
export DESIGN_NICKNAME = dff
export VERILOG_FILES = /design/flow/design.v
export SDC_FILE = /design/flow/constraint.sdc
export NUM_CORES = 4
export LEC_CHECK = 1
export CORE_AREA = 10 10 106 106
export DIE_AREA = 0 0 116 116
export SYNTH_HDL_FRONTEND = slang
```

## /design/flow/constraint.sdc

```tcl
current_design dff

set clk_period 1.0
set clk_io_pct 0.2

create_clock -name clk0 -period $clk_period [get_ports {clk}]

set non_clock_inputs [all_inputs -no_clocks]
set_input_delay [expr $clk_period * $clk_io_pct] -clock clk0 $non_clock_inputs
set_output_delay [expr $clk_period * $clk_io_pct] -clock clk0 [all_outputs]
```

==> Implementation_results.wiki <==
=== Synthesis and place and route ===
{| class="wikitable"
! Metric !! Value
|-
| Chip Footprint || 13,500 um2
|-
| Register containing the most flip-flops in the final layout || q
|-
| Setup TNS || 0 ns
|-
| Storage element area || 801 um2
|-
| Slew @ Worst Pin || 0.142 ns
|-
| Area taken by multi-input logic gates || 0 um2
|-
| Required @ worst endpoint || 0.80 ns
|-
| Synthesis warning total || 0
|-
| Port Buffers || 65
|-
| Final-report max-slew violation count || 0
|-
| Post-synthesis cell type with the largest combined area || dfrtp_1
|-
| Worst path slowest cell || dfrtp_1
|-
| Antenna violation net count after detailed routing || 0
|-
| Die width || 116 um
|-
| Final critical-path share of the clock period || 0.967
|-
| Data arrival time of the critical path || 0.77 ns
|-
| Antenna Cells || 0
|-
| H-tree lvl count || 2
|-
| WS Path Type || reg2out
|-
| Largest registers ranked by flip-flop count || q x32
|-
| Count of unresolved DRC violations after routing || 0
|-
| Cell count after synthesis || 33
|-
| Fill cell instance count of the final layout || 987
|-
| RD Place Congestion || 0.665
|-
| Total stage count of the critical path || 1
|-
| Vias per cell || 2.55
|-
| Share of synthesized registers carrying an async set or reset || 1.00
|-
| Leading post-synthesis cells by cell area || dfrtp_1 100%, inv_1 0.47%
|-
| Max reg flops || 32
|-
| Count of endpoints failing hold in the final timing report || 0
|-
| Setup Buffers After CTS || 0
|-
| Power density cells || 1670 nW/um2
|-
| AND-OR/OR-AND share of the synthesized area || 0
|-
| Commonest cells in the synthesized netlist || 32 x dfrtp_1, 1 x inv_1
|-
| Global-route wire length before repair || 4000 um
|-
| Sinks on Clock Net || 32
|-
| Tally of unique sky130hd cells used after synthesis || 2
|-
| Hold-fix buffers, CTS || 0
|-
| Core Util at FP || 0.0909
|-
| Number of multi-input combinational cells in the layout || 0
|-
| RSZ-0062 raised after global routing || true
|-
| Antenna violations before repair || 0
|-
| Remaining Overflow, GRT || 0
|-
| CP max FO || 1
|-
| Type of the worst min-delay path || in2async
|-
| Syn Area/Cell || 24.4 um2
|-
| Final setup viols || 0
|-
| Top logic cell family in the synthesized netlist || buffers and inverters
|-
| And+or+nand+nor area frac || 0
|-
| Clock tree from TritonCTS || done
|-
| Worst path top cell family by delay || flip-flops
|-
| Setup slack after placement || -0.0192 ns
|-
| Number of gates resized after CTS || 101
|-
| OpenROAD warning count || 26
|-
| Die span in y || 116 um
|-
| Maximum cell stage delay along the critical path || 0.38 ns
|-
| Root buffer cell || clkbuf_8
|-
| Post-Synth Adder-Cell Area || 0
|-
| Floorplan Core Area || 8850 um2
|-
| Cell Chain, Critical Path || buf_2
|-
| Cell with the most instances after synthesis || dfrtp_1
|-
| DR vias || 550
|-
| Tot GR Track Use || 0.0389
|-
| Relative area change from synthesis to final layout || 92.4%
|-
| Number of buffers and inverters on the critical path || 1
|-
| Element type at the critical path end || primary output
|-
| Standard-cell rows || 34
|-
| Cell area after technology mapping || 805 um2
|-
| Yosys reg bits || 32
|-
| Crit path setup slack, layout || 0.0329 ns
|-
| Number of buffers between clock root and the deepest sink || 2
|-
| TritonCTS buffer count || 5
|-
| Sequential area share after synthesis || 0.995
|-
| Length of the first detailed-routing pass in iterations || 2
|-
| Minimum clock period || 0.967 ns
|-
| Wire length per cell || 12.7 um
|-
| Dominant register cell in the synthesized netlist || dfrtp_1
|-
| WL final || 2750 um
|-
| Ratio of cells with drive above 1 in the final layout || 0.370
|-
| VDD IR max || 0.572 mV
|-
| Largest net degree at the start of global routing || 26
|-
| Xor-xnor portion of the synthesized cell area || 0
|-
| I/O pin total || 66
|-
| Number of enable-type register cells in the synthesized netlist || 0
|-
| Headroom to the max-slew limit || 0.905
|-
| Setup crit start kind || register
|-
| Max Cap Violations || 0
|-
| Via count of the first global-routing pass || 654
|-
| Outcome || finished, final reports clean
|-
| Max Clock Freq || 1.03 GHz
|-
| Synthesized chip area reported by yosys || 805 um2
|-
| Worst setup path startpoint || q[17]
|-
| Area fraction of the dominant cell type after synthesis || 0.995
|-
| Ys cells || 33
|-
| Hold WS || 0.290 ns
|-
| Static Leak || 0.693 nW
|-
| First DRT Iteration DRCs || 10
|-
| Area fraction in mux cells || 0
|-
| Worst-path clk slew || 0.07 ns
|}
==> worst max path at each step <==
stage                    to  slack, ns
after CTS             q[13]       0.01
after global routing  q[13]     -0.003
final                 q[17]       0.03
==> per-layer routing <==
metal  share of wire  track usage  routed length [um]
met5               0            0                   0
met4               0      0.00334                   0
met3            0.19       0.0319                 516
met2            0.40       0.0550                1110
met1            0.41       0.0469                1120
==> layout by cell type (no fill, tap or decap) <==
cell type        netlist  final
buf_12                 0      1
buf_2                  0     32
buf_4                  0      1
clkbuf_1               0      2
clkbuf_8               0      6
clkdlybuf4s50_1        0     33
dfrtp_1               32     32
inv_1                  1      1
==> layout make-up <==
class	count	area share
clock buffer	8	0.0582
inverter	1	0.00243
sequential	32	0.517
tap	108	0.0873
timing repair buffer	67	0.335
==> logic make-up after synthesis <==
family	after synthesis
buffers and inverters	1
flip-flops	32
==> power by group <==
part           internal [mW]  total [mW]  switching, mW
sequential              1.36        1.37         0.0137
combinational          0.164       0.225         0.0612
clock                  0.560       0.980          0.420
total                   2.08        2.58          0.494
==> metrics by stage <==
step,power (mW),utilization,cell area [um2],cells
CTS,2.65,0.175,1550,216
finish,2.58,0.175,1550,216
global route,2.73,0.175,1550,216
detailed placement,1.70,0.183,1620,208
global placement,1.70,0.183,1620,208
floorplan,1.40,-,805,33
Power and IR drop assume default switching activity.
